==> run.sh <==
#!/bin/bash
# OpenROAD 26Q1-2900-gdf79404cd8, Yosys 0.63+post, stock flow scripts
make -C /OpenROAD-flow-scripts/flow DESIGN_CONFIG=/design/flow/config.mk WORK_HOME=/design/flow/orfs finish
==> design.v <==
`timescale 1ns / 1ps
module ALU(
        ALU_DA,
        ALU_DB,
        ALU_CTL,
        ALU_ZERO,
        ALU_OverFlow,
        ALU_DC
    );
    input [31:0]    ALU_DA;
    input [31:0]    ALU_DB;
    input [3:0]     ALU_CTL;
    output          ALU_ZERO;
    output          ALU_OverFlow;
    output reg [31:0]   ALU_DC;
    wire SUBctr;
    wire SIGctr;
    wire Ovctr;
    wire [1:0] Opctr;
    wire [1:0] Logicctr;
    wire [1:0] Shiftctr;
    assign SUBctr = ALU_CTL[0]|ALU_CTL[1];
    assign Opctr = ALU_CTL[3:2];
    assign Ovctr = ~ALU_CTL[3] & ~ ALU_CTL[2]  & ~ALU_CTL[1] ;
    assign SIGctr = ALU_CTL[0];
    assign Logicctr = ALU_CTL[1:0];
    assign Shiftctr = ALU_CTL[1:0];
    reg [31:0] logic_result;
    always@(*) begin
        case(Logicctr)
            2'b00:
                logic_result = ALU_DA & ALU_DB;
            2'b01:
                logic_result = ALU_DA | ALU_DB;
            2'b10:
                logic_result = ALU_DA ^ ALU_DB;
            2'b11:
                logic_result = ~(ALU_DA | ALU_DB);
        endcase
    end
    wire [4:0]     ALU_SHIFT;
    wire [31:0] shift_result;
    assign ALU_SHIFT=ALU_DB[4:0];
    Shifter Shifter(.ALU_DA(ALU_DA),
                    .ALU_SHIFT(ALU_SHIFT),
                    .Shiftctr(Shiftctr),
                    .shift_result(shift_result));
    wire [31:0] BIT_M,XOR_M;
    wire ADD_carry,ADD_OverFlow;
    wire [31:0] ADD_result;
    assign BIT_M={32{SUBctr}};
    assign XOR_M=BIT_M^ALU_DB;
    Adder Adder(.A(ALU_DA),
                .B(XOR_M),
                .Cin(SUBctr),
                .ALU_CTL(ALU_CTL),
                .ADD_carry(ADD_carry),
                .ADD_OverFlow(ADD_OverFlow),
                .ADD_zero(ALU_ZERO),
                .ADD_result(ADD_result));
    assign ALU_OverFlow = ADD_OverFlow & Ovctr;
    wire [31:0] SLT_result;
    wire LESS_UNSIGN,LESS_SIGN,LESS_S;
    assign LESS_UNSIGN = ADD_carry ^ SUBctr;
    assign LESS_SIGN = ADD_OverFlow ^ ADD_result[31];
    assign LESS_S = (SIGctr==1'b0)?LESS_UNSIGN:LESS_SIGN;
    assign SLT_result = (LESS_S)?32'h00000001:32'h00000000;
    always @(*) begin
        case(Opctr)
            2'b00:
                ALU_DC=ADD_result;
            2'b11:
                ALU_DC=logic_result;
            2'b10:
                ALU_DC=SLT_result;
            2'b01:
                ALU_DC=shift_result;
        endcase
    end
endmodule
module Shifter(input [31:0] ALU_DA,
                   input [4:0] ALU_SHIFT,
                   input [1:0] Shiftctr,
                   output reg [31:0] shift_result);
    wire [5:0] shift_n;
    assign shift_n = 6'd32 - {1'd0,ALU_SHIFT};
    always@(*) begin
        case(Shiftctr)
            2'b01:
                shift_result = ALU_DA << ALU_SHIFT;
            2'b10:
                shift_result = ALU_DA >> ALU_SHIFT;
            2'b11:
                shift_result = ({32{ALU_DA[31]}} << shift_n) | (ALU_DA >> ALU_SHIFT);
            default:
                shift_result = ALU_DA;
        endcase
    end
endmodule
module Adder(input [31:0] A,
                 input [31:0] B,
                 input Cin,
                 input [3:0] ALU_CTL,
                 output ADD_carry,
                 output ADD_OverFlow,
                 output ADD_zero,
                 output [31:0] ADD_result);
    assign {ADD_carry,ADD_result}=A+B+{32'b0, Cin}+1;
    assign ADD_zero = ~(|ADD_result);
    assign ADD_OverFlow=( ~A[31] & ~B[31] & ADD_result[31]) | (A[31] & B[31] & ~ADD_result[31]);
endmodule
==> constraint.sdc <==
current_design ALU

set clk_period 32.7
set clk_io_pct 0.2

create_clock -name clk0 -period $clk_period

set non_clock_inputs [all_inputs -no_clocks]
set_input_delay [expr $clk_period * $clk_io_pct] -clock clk0 $non_clock_inputs
set_output_delay [expr $clk_period * $clk_io_pct] -clock clk0 [all_outputs]
==> config.mk <==
export PLATFORM = sky130hd
export DESIGN_NAME = ALU
export DESIGN_NICKNAME = ALU
export VERILOG_FILES = /design/flow/design.v
export SDC_FILE = /design/flow/constraint.sdc
export NUM_CORES = 4
export LEC_CHECK = 1
export CORE_UTILIZATION = 40
==> results_dict.tcl <==
# collected from the flow reports
set metrics [dict create \
    area.growth.synth_to_final_pct 13.4 \
    cap_violations 0 \
    cts_setup_buffers 0 \
    warnings 65 \
    die_h_um 153 \
    syn_avg_cell_area_sq_um 7.01 \
    hpwl_um 29600 \
    endpoint_kind "output pin" \
    holdPathStages 4 \
    rsz0062_at_grt "false" \
    cts_hold_buffers 0 \
    gr-max-usage-layer "met2" \
    crit_family "simple AND/OR/NAND/NOR gates" \
    cts_resized 0 \
    syn_area_sq_um 9110 \
    p_per_area_nw_per_um2 23.9 \
    layout-drive-gt1-share 0.0853 \
    post_drt_wl_per_cell_um 23.8 \
    status "finished clean" \
    ir_worst_vdd_mv 0.0102 \
    switchingPower_uw 145 \
    max_freq_mhz 53.8 \
    worst-path-buf-inv 3 \
    setup_violations 0 \
    use_met2 0.515 \
    hold_viol 0 \
    relSlewSlack 0.483 \
    fin_crit_ns 18.58 \
    fin_cells 1618 \
    dr_total_vias 10174 \
    grt_pass1_wl_um 58900 \
    ys_types 81 \
    yosys_cells 1299 \
    chip_area_sq_um 23400 \
    seqCellArea_sq_um 0 \
    swShare 0.590 \
    ant_nets 0 \
    critPathMostFrequentCell "o22a_1" \
    path_max_fanout 41 \
    tightest_slew_ns 0.759 \
    drv_slew 0 \
    fin_crit_sh 0.568 \
    routed_wl_um 38500 \
    clockBufferCount 0 \
    cp_slowest_cell "buf_4" \
    post-place-cells 1617 \
    fin_hold_ws_ns 13.94 \
    worstPathRequired_ns 26.16 \
    met1_usage 0.505 \
    critPathKind "in2out" \
    grtUsageTotal 0.334 \
    grt_max_degree 67 \
    hp-class "in2out" \
    setup-tns-final_ns 0 \
    crit_path_start_kind "primary input" \
    synth.yosys.chip_area_sq_um 9110 \
    use_met3 0.0410 \
    drt-initial-drc-count 961 \
    coreArea_sq_um 22100 \
    fp_util 0.412 \
    antenna_found_initial 1 \
    gp_congestion 1.02 \
    worstPathArrival_ns 12.04 \
    num_rows 54 \
    ys_seq_frac 0 \
    holdPathEnd "ALU_DC[29]" \
    p_leak_nw 4.63 \
    hp-start "ALU_CTL[2]" \
    path_cells "buf_2, nor2_4, buf_4, xnor2_1, ha_1, nor2_1, fa_1, a211oi_1, o21ai_1, o22a_1, o211a_1, o22a_1, xor2_1, or4_1, nor4_1, and4bb_1, clkdlybuf4s50_1" \
    p_int_uw 101 \
    seq_cells 0 \
    first_global_vias 9411 \
    boundaryPins 102 \
    firstDrtPassIters 5 \
    critPathMaxStageDelay_ns 0.60 \
    portBuffers 102 \
    syn_inst 1299 \
    avgViaCountPerCell 6.29 \
    die_w_um 153 \
    synth_warnings 2 \
    drcViolationCount 0 \
    grt-ovfl-total 0 \
    fillers 2269 \
]
[per-layer routing]
layer / wire, um / up-vias
met3: 3330 / 42
met5: 0 / -
met1: 17500 / 4766
met4: 727 / 0
met2: 16900 / 493
li1: - / 4873
[cell usage after synthesis (20+ instances only)]
| cell | number | area share |
|---|---|---|
| o211ai_1 | 20 | 0.016 |
| mux4_2 | 32 | 0.079 |
| o21ai_0 | 112 | 0.062 |
| inv_1 | 86 | 0.035 |
| mux2_2 | 21 | 0.026 |
| ha_1 | 129 | 0.18 |
| mux2i_1 | 93 | 0.10 |
| clkbuf_1 | 64 | 0.026 |
| o22ai_1 | 20 | 0.014 |
| nand2_1 | 155 | 0.064 |
| buf_2 | 25 | 0.014 |
| a21oi_1 | 108 | 0.059 |
| nor2_1 | 116 | 0.048 |
| xnor2_1 | 50 | 0.048 |
[stage by stage]
| stage | util | setup WS (ns) | power [mW] | instance area (sq um) |
|---|---|---|---|---|
| finish | 0.467 | 14.12 | 0.246 | 10300 |
| global route | 0.467 | 13.72 | 0.269 | 10300 |
| CTS | 0.467 | 14.14 | 0.243 | 10300 |
| detailed placement | 0.467 | 14.16 | 0.241 | 10300 |
| global placement | 0.467 | 14.24 | 0.243 | 10300 |
| floorplan | - | 15.35 | 0.158 | 9110 |
[final cells by class]
type	instances	area (sq um)	area share
Antenna cell	1	2.50	0.000242
Inverter	87	327	0.0316
Multi-Input combinational cell	1111	8370	0.811
Timing Repair Buffer	139	1270	0.123
Tap cell	280	350	0.0339
[placed cells by master, fill, tap and decap left out, types with 5 or more instances in the layout]
| cell type | instances |
|---|---|
| nand2_1 | 155 |
| ha_1 | 129 |
| nor2_1 | 116 |
| o21ai_0 | 112 |
| a21oi_1 | 108 |
| clkdlybuf4s50_1 | 96 |
| mux2i_1 | 93 |
| inv_1 | 86 |
| xnor2_1 | 49 |
| buf_4 | 38 |
| mux4_2 | 32 |
| mux2_2 | 21 |
| o211ai_1 | 20 |
| o22ai_1 | 20 |
| a211oi_1 | 16 |
| a31oi_1 | 16 |
| o2111ai_1 | 15 |
| nor3_1 | 14 |
| nand3_1 | 14 |
| xor2_1 | 14 |
| a21o_1 | 13 |
| a221oi_1 | 8 |
| o21ai_1 | 7 |
| o31ai_1 | 7 |
| o21bai_1 | 7 |
| a22oi_1 | 7 |
| o32ai_1 | 7 |
| a211o_1 | 6 |
| o21a_1 | 6 |
| nor2b_1 | 6 |
| o221ai_1 | 6 |
| and3_1 | 5 |
| nand4_1 | 5 |
| nor4_1 | 5 |
| buf_2 | 5 |
[power groups by stage]
| stage | logic (mW) | clock network [mW] | registers [mW] |
|---|---|---|---|
| 4_1_cts | 0.243 | 0 | 0 |
| 5_1_grt | 0.269 | 0 | 0 |
[cells by family after synthesis]
logic type,after synthesis,synth area share
compound gates,419,0.297
xor+xnor,64,0.0616
fa+ha+maj,130,0.179
buf+inv,188,0.0818
mux,147,0.210
simple gates,351,0.171
[worst min-delay path, stage by stage]
cell	delay, ns
buf_2	0.26
nand2_1	0.12
o2bb2ai_1	0.07
clkdlybuf4s50_1	0.40
[worst max-delay path by stage]
stage                       from        to  slack [ns]  cells past startpoint
after global routing  ALU_CTL[0]  ALU_ZERO       13.72                     17
final                 ALU_CTL[0]  ALU_ZERO       14.12                     17
after CTS             ALU_CTL[0]  ALU_ZERO       14.14                     17
Power figures rest on the tool's default switching activity, not on a simulated workload.
