==> flow/design.v <==
module HU_Reg_forward(
        input RegWrite_M,
        input RegWrite_W,
        input [31:0] ALUResult_M,
        input [31:0] rdata_reg_W,
        input [4:0] Rd_M,
        input [4:0] Rd_W,
        input [4:0] Rs1_E,
        input [4:0] Rs2_E,
        input reg_ren_E,
        input auipc_E,
        input [31:0]PC_reg_E,
        input [31:0] rdata1_E,
        input ALU_DB_Src_E,
        input [31:0] imme_E,
        input [31:0] rdata2_E,
        output [31:0] ALU_DA,
        output reg [31:0] Real_rdata2_E,
        output [31:0] ALU_DB
    );
    reg [31:0] Real_rdata1_E;
    always@(*) begin
        if (reg_ren_E) begin
            if(RegWrite_M && (Rs1_E == Rd_M)) begin
                Real_rdata1_E = ALUResult_M;
            end
            else begin
                if(RegWrite_W && (Rs1_E == Rd_W)) begin
                    Real_rdata1_E = rdata_reg_W;
                end
                else begin
                    Real_rdata1_E = rdata1_E;
                end
            end
        end
        else begin
            Real_rdata1_E = 32'b0;
        end
    end
    always@(*) begin
        if (reg_ren_E) begin
            if(RegWrite_M && (Rs2_E == Rd_M)) begin
                Real_rdata2_E = ALUResult_M;
            end
            else begin
                if(RegWrite_W && (Rs2_E == Rd_W)) begin
                    Real_rdata2_E = rdata_reg_W;
                end
                else begin
                    Real_rdata2_E = rdata2_E;
                end
            end
        end
        else begin
            Real_rdata2_E = 32'b0;
        end
    end
    assign ALU_DA = (auipc_E) ? PC_reg_E : ((Rs1_E==5'd0)? 32'd0:Real_rdata1_E);
    assign ALU_DB = (ALU_DB_Src_E) ? Real_rdata2_E : imme_E;
endmodule
==> flow/run.sh <==
#!/bin/bash
# OpenROAD 26Q1-2900-gdf79404cd8, Yosys 0.63+post, stock flow scripts
make -C /OpenROAD-flow-scripts/flow DESIGN_CONFIG=/design/flow/config.mk WORK_HOME=/design/flow/orfs finish
==> flow/config.mk <==
export PLATFORM = sky130hd
export DESIGN_NAME = HU_Reg_forward
export DESIGN_NICKNAME = HU_Reg_forward
export VERILOG_FILES = /design/flow/design.v
export SDC_FILE = /design/flow/constraint.sdc
export NUM_CORES = 4
export LEC_CHECK = 1
export CORE_AREA = 10 10 134 134
export DIE_AREA = 0 0 144 144
==> flow/constraint.sdc <==
current_design HU_Reg_forward

set clk_period 8.6
set clk_io_pct 0.2

create_clock -name clk0 -period $clk_period

set non_clock_inputs [all_inputs -no_clocks]
set_input_delay [expr $clk_period * $clk_io_pct] -clock clk0 $non_clock_inputs
set_output_delay [expr $clk_period * $clk_io_pct] -clock clk0 [all_outputs]
==> out/qor.csv <==
metric,value,unit
Post-DRT Antenna Nets,0,
final wirelength,19.2,mm
status,finished clean,
Top cells by area,"o32ai_2 16%, a211oi_2 13%, mux2i_1 11%",
synthesized area per cell,7.36,um^2
Area Growth Syn to Fin,107,%
Max-Cap Viols,0,
drt via density,4.91,
Die Wd,144,um
Post-CTS Setup Bufs,0,
worst-margin pin slew,825,ps
core area,15100,um^2
Worst setup SP type,input port,
RSZ-0062 raised after global routing,false,
drt first pass iters,5,
total congestion overflow,0,
Power Dens Cells,47.1,nW/um^2
DRC,0,
Initial Utilization,19.5,%
post-synth top area share,16.5,%
GPL Wtd Cong,0.891,
number of global-route vias before repair,4493,
"Data arrival, critical path",4890,ps
static leakage,2.10,nW
first-pass GRT wire length,28.0,mm
Max VDD drop,23.3,uV
Final Hold Vio Count,0,
Rel. slew slack,45.0,%
Post-Syn Instances,402,
Register Area,0,um^2
Buffers on Ports,313,
Final min period,6610,ps
Setup WS post-layout,1990,ps
top-level I/O count,313,
die area,20700,um^2
# diodes,0,
area reported by Yosys stat,2960,um^2
"area leader, netlist",o32ai_2,
row count,45,
Final setup viols,0,
post-synthesis cell area,2960,um^2
Hold Path Class,in2out,
commonest cells in the netlist,"34 x nand2_1, 34 x nor2_1, 33 x inv_1, 33 x nor3_1",
initial antenna violation count,0,
vias,4254,
pre-CTS setup slack,2010,ps
worst-path maximum fanout,33,
Final Cycle Share,76.8,%
Cells after DPL,867,
Yosys Instances,402,
fill count,1493,
maximum clock frequency,151,MHz
Layout Cells excl Fill,867,
CTS resizes,0,
Crit Path Category,in2out,
Seq cells,0,
layout cells sized above 1,11.9,%
"Data required, critical path",6880,ps
post-DP HPWL,15.5,mm
clkbuf count,0,
largest net degree at the start of global routing,34,
Setup crit end kind,output pin,
count of tool warnings,32,
setup_tns,0,ps
Avg WL per Cell,22.2,um
"Seq share, synth",0,%
yosys warns,1,
max-slew violation count,0,
library cells used by synthesis,27,
DRT iter0 DRCs,211,
Chip Height,144,um
CTS Hold Bufs,0,
GRT Total Usage,17.4,%
Util after Layout,40.3,%
## layout make-up
class | instances | area [um^2] | share of cell area, %
multi-input cells | 324 | 2560 | 41.9
repair buffers | 322 | 3190 | 52.2
well taps | 188 | 235 | 3.85
inverters | 33 | 124 | 2.03
## placed cells by master (no fill, tap or decap), types with 6 or more instances in the layout
| cell type | count |
|---|---|
| inv_1 | 33 |
| xnor2_1 | 6 |
| nor3_1 | 33 |
| nand2_1 | 33 |
| a21boi_0 | 31 |
| xor2_1 | 14 |
| a211oi_2 | 30 |
| o32ai_2 | 30 |
| buf_4 | 9 |
| o211ai_1 | 32 |
| mux2i_1 | 32 |
| nand3_1 | 32 |
| clkdlybuf4s50_1 | 311 |
| nor2_1 | 33 |
## per-stage QoR
step	power (W)	hold WS [ps]	area (um^2)
after global placement	0.000290	4370	6110
after floorplan	0.0000897	3510	2960
after detailed placement	0.000289	4380	6110
final	0.000288	4380	6110
after global routing	0.000309	4410	6110
after CTS	0.000291	4390	6110
## logic make-up after synthesis
| logic type | after synthesis | share of synthesized area (%) |
|---|---|---|
| xor gates and xnor gates | 20 | 5.92 |
| and+or+nand+nor | 143 | 22.1 |
| AOI/OAI and AO/OA | 129 | 47.0 |
| muxes | 32 | 10.8 |
| buffers and inverters | 78 | 14.2 |
## path summary, 6_finish.rpt
check	start	end	slack [ps]	depth (start not counted)
setup / recovery	Rs1_E[2]	ALU_DA[19]	1990	7
hold / removal	imme_E[0]	ALU_DB[0]	4380	4
## report_power, final
group          switching, W  total, W  leakage [nW]  internal [W]
Combinational      0.000103  0.000288          2.10      0.000184
Sequential                0         0             0             0
Clock                     0         0             0             0
Total              0.000103  0.000288          2.10      0.000184
## critical path: stages
cell,delay [ps]
clkdlybuf4s50_1,470
xor2_1,170
nor4_1,270
and3_2,730
nand2b_2,800
o211ai_1,230
clkdlybuf4s50_1,470
## layer usage
| metal | up-vias | track usage, % | part of all wire (%) |
|---|---|---|---|
| met1 | 1977 | 20.7 | 39 |
| met3 | 10 | 5.29 | 9.7 |
| met4 | 0 | 0.752 | 0.65 |
| met2 | 210 | 31.4 | 51 |
| li1 | 2057 | - | - |
| met5 | - | 0 | 0 |
Power and IR drop assume default switching activity.
