==> config.mk <==
export PLATFORM = sky130hd
export DESIGN_NAME = mulcu_decoder
export DESIGN_NICKNAME = mulcu_decoder
export VERILOG_FILES = /design/flow/design.v
export SDC_FILE = /design/flow/constraint.sdc
export NUM_CORES = 4
export LEC_CHECK = 1
export CORE_AREA = 10 10 70 70
export DIE_AREA = 0 0 80 80
==> constraint.sdc <==
current_design mulcu_decoder

set clk_period 3.4
set clk_io_pct 0.2

create_clock -name clk0 -period $clk_period

set non_clock_inputs [all_inputs -no_clocks]
set_input_delay [expr $clk_period * $clk_io_pct] -clock clk0 $non_clock_inputs
set_output_delay [expr $clk_period * $clk_io_pct] -clock clk0 [all_outputs]
==> design.v <==
module mulcu_decoder(
        input [31:0] instr,
        input ALU_ZERO,
        output reg [3:0] alu_op,
        output [31:0] imme,
        output ebreak,
        output [4:0] Rs1,
        output [4:0] Rs2,
        output [4:0] Rd,
        output jump,
        output branch,
        output reg_wen,
        output reg_ren,
        output ALU_DB_Src,
        output reg [1:0] Reg_Src,
        output mem_wen,
        output mem_ren,
        output auipc,
        output jalr,
        output [2:0] funct3,
        output [6:0] opcode
    );
    wire funct7;
    assign opcode=instr[6:0];
    assign funct3=instr[14:12];
    assign funct7=instr[30];
    assign Rs1=instr[19:15];
    assign Rs2=instr[24:20];
    assign Rd =instr[11:7];
    wire beq,bne,blt,bge,bltu,bgeu,jal;
    assign beq=(opcode==7'b1100011)&&(funct3==3'b000);
    assign bne=(opcode==7'b1100011)&&(funct3==3'b001);
    assign blt=(opcode==7'b1100011)&&(funct3==3'b100);
    assign bge=(opcode==7'b1100011)&&(funct3==3'b101);
    assign bltu=(opcode==7'b1100011)&&(funct3==3'b110);
    assign bgeu=(opcode==7'b1100011)&&(funct3==3'b111);
    assign jump=(jal | jalr );
    assign branch=( beq | bne | blt | bge| bltu | bgeu);
    assign jal=(opcode==7'b1101111);
    assign jalr=(opcode==7'b1100111);
    assign auipc=(opcode==7'b0010111);
    assign reg_wen=~(opcode==7'b0100011 | opcode==7'b1100011);
    assign reg_ren=1'b1;
    assign ALU_DB_Src=(opcode==7'b1100011 | opcode==7'b0110011)?1'b1:1'b0;
    assign mem_wen=(opcode==7'b0100011)?1'b1:1'b0;
    assign mem_ren=(opcode==7'b0000011 | opcode==7'b0100011 )?1'b1:1'b0;
    always@(*) begin
        case(opcode)
            7'b0110011:
                Reg_Src=2'b00; 
            7'b0010011:
                Reg_Src=2'b00; 
            7'b0000011:
                Reg_Src=2'b01; 
            7'b1101111:
                Reg_Src=2'b10; 
            7'b1100111:
                Reg_Src=2'b10; 
            7'b0110111:
                Reg_Src=2'b11; 
            7'b0010111:
                Reg_Src=2'b00; 
            default:
                Reg_Src=2'b00; 
        endcase
    end
    ALU_decoder ALU_decoder(
                    .funct3(funct3),
                    .funct7(funct7),
                    .opcode(opcode),
                    .alu_op(alu_op)
                );
    Imme_decoder Imme_decoder(
                     .instr(instr),
                     .imme(imme),
                     .ebreak(ebreak)
                 );
endmodule
module ALU_decoder(
        input [2:0] funct3,
        input  funct7,
        input [6:0] opcode,
        output reg [3:0] alu_op
    );
    reg [3:0] calcu_op;
    always@(*) begin
        case(opcode)
            7'b0110011:
                alu_op=calcu_op;
            7'b0010011:
                alu_op=calcu_op;
            7'b0100011:
                alu_op=4'd0;
            7'b0000011:
                alu_op=4'd0;
            7'b1100011:
                alu_op=(funct3[1])?4'd10:4'd11; 
            7'b0010111:
                alu_op=4'd0;
            default:
                alu_op=4'b0000;
        endcase
    end
    always @(*) begin
        case (funct3)
            3'b000:
                calcu_op=(opcode==7'b0110011) ? ((funct7)?4'd1:4'd0) : 4'd0;
            3'b001: 
                calcu_op=4'd5;
            3'b010:
                calcu_op=4'd11;
            3'b011:
                calcu_op=4'd10;
            3'b100:
                calcu_op=4'd14;
            3'b101:
                calcu_op=(funct7)?4'd7:4'd6;
            3'b110:
                calcu_op=4'd13;
            3'b111:
                calcu_op=4'd12;
            default:
                calcu_op=4'b0000;
        endcase
    end
endmodule
module Imme_decoder(
        input [31:0] instr,
        output [31:0] imme,
        output ebreak
    );
    wire I_type,U_type,J_type,B_type,S_type;
    wire [31:0] I_imme,U_imme,J_imme,B_imme,S_imme;
    assign I_type=(instr[6:0]==7'b1100111) | (instr[6:0]==7'b0000011) | (instr[6:0]==7'b0010011);
    assign U_type=(instr[6:0]==7'b0110111) | (instr[6:0]==7'b0010111);
    assign J_type=(instr[6:0]==7'b1101111);
    assign B_type=(instr[6:0]==7'b1100011);
    assign S_type=(instr[6:0]==7'b0100011);
    assign ebreak=(instr==32'h00100073)?1:0;
    assign I_imme={{20{instr[31]}},instr[31:20]};
    assign U_imme={instr[31:12],{12{1'b0}}};
    assign J_imme={{12{instr[31]}},instr[19:12],instr[20],instr[30:21],1'b0};
    assign B_imme={{20{instr[31]}},instr[7],instr[30:25],instr[11:8],1'b0};
    assign S_imme={{20{instr[31]}},instr[31:25],instr[11:7]};
    assign imme= I_type?I_imme :
           U_type?U_imme :
           J_type?J_imme :
           B_type?B_imme :
           S_type?S_imme : 32'd0;
endmodule
==> run.sh <==
#!/bin/bash
# OpenROAD 26Q1-2900-gdf79404cd8, Yosys 0.63+post, stock flow scripts
make -C /OpenROAD-flow-scripts/flow DESIGN_CONFIG=/design/flow/config.mk WORK_HOME=/design/flow/orfs finish
==> results.py <==
# Generated from Yosys and OpenROAD reports
metrics = {
    "global_routing": {
        "grt_usage_pct": 14.2,
        "grt_pass1_vias": 1444,
        "antenna_found_initial": 0,
        "grt_pass1_wl_mm": 7.47,
        "grt_max_degree": 15,
        "grt_overflow_total": 0,
    },
    "final_timing": {
        "slew_viol_final": 0,
        "hold_violations": 0,
        "rsz0062_at_grt": "false",
        "finalCritPeriodShare_pct": 96.4,
        "setup_viol": 0,
        "period_needed_ps": 3280,
        "clock.fmax_mhz": 305,
        "holdWs_ps": 1960,
        "layout_setup_ws_ps": 122,
    },
    "die": {
        "core_um2": 3420,
        "initCoreUtil_pct": 29.1,
        "fp-row-count": 21,
        "die_w_um": 80,
        "die_h_um": 80,
        "design.portCount": 106,
        "die_area_um2": 6400,
    },
    "logic_synthesis": {
        "ys_cells": 133,
        "avgSynthCellArea_um2": 7.47,
        "synthDominantCellAreaShare_pct": 21.2,
        "synth_warnings": 2,
        "ys_types": 50,
        "yosysSeqAreaShare_pct": 0,
        "netlist_top_cells_area": "buf_4 21%, a21o_1 15%, and2_1 3.8%",
        "netlist_instances": 133,
        "yosys_area_um2": 993,
        "synth_area_um2": 993,
        "yosys.area.top_type": "buf_4",
    },
    "finish": {
        "n_clock_buffer": 0,
        "area_delta_synth_final_pct": 113,
        "final_core_util_pct": 62.1,
        "ff_count": 0,
        "regArea_um2": 0,
        "drive_above_1_share_pct": 19.7,
    },
    "worst_setup_path": {
        "critPathMaxFanout": 14,
        "path_class": "in2out",
        "cp-end-kind": "output pin",
        "cp_data_required_time_ps": 2720,
        "critPathLaunchType": "input port",
        "cp.arrival_ps": 2600,
    },
    "flow_run": {
        "warning_count": 36,
        "maxCapViolations": 0,
    },
    "drt": {
        "drt_iter0_markers": 41,
        "vias": 1364,
        "firstDrtPassIters": 4,
        "routedWlPerCell_um": 17.4,
        "wl_mm": 4.88,
        "antenna-diode-count": 0,
        "viasPerCell": 4.87,
        "drc": 0,
        "ant_nets": 0,
    },
    "place": {
        "place_ws_ps": -105,
        "place.port_buffers": 104,
        "place.gp.congestion": 0.922,
        "dp_hpwl_mm": 4.23,
    },
    "clock_network": {
        "ctsHoldBuffers": 0,
    },
    "hold_path": {
        "min_path_type": "in2out",
    },
    "pwr": {
        "powerDensity_nw_per_um2": 77.9,
        "vdd_drop_max_v": 0.0000383,
        "p_leak_nw": 1.05,
    },
    "status": {
        "status": "complete, no violations",
    },
}
-- final timing paths --
kind                      from         to  slack [ps]  depth (start not counted)
worst min-delay path  instr[5]  opcode[5]        1960                          2
worst max-delay path  instr[3]   imme[31]         120                          7
-- cells by family after synthesis --
| group | after synthesis | synth area share, % |
|---|---|---|
| simple gates | 49 | 33.1 |
| xor+xnor | 1 | 0.882 |
| mux | 1 | 1.13 |
| compound gates | 42 | 35.3 |
| fa+ha+maj | 3 | 3.78 |
| buf+inv | 36 | 25.4 |
| other cells | 1 | 0.377 |
-- cells in the final DEF, fill, tap and decap left out, types with 3 or more instances in the layout --
| master | synthesis | routed |
|---|---|---|
| a21o_1 | 20 | 20 |
| clkdlybuf4s50_1 | 0 | 96 |
| and2_1 | 6 | 5 |
| ha_1 | 3 | 3 |
| a21oi_1 | 4 | 4 |
| nor2_1 | 5 | 5 |
| a22o_1 | 4 | 4 |
| nor3_1 | 3 | 3 |
| dlymetal6s2s_1 | 0 | 6 |
| buf_4 | 28 | 29 |
| nand2_1 | 7 | 7 |
-- routing by layer --
metal	global-route usage, %	routed length, um	vias up
met5	0	0	-
met4	0.176	0	0
met3	6.25	556	0
met2	24.6	2260	65
met1	16.6	2060	624
li1	-	-	675
-- cell usage after synthesis (all sizes together), types with 2 or more instances --
cell	instances
a21o	21
a21oi	4
a22o	4
a311o	2
and2	7
and3	2
buf	33
ha	3
inv	3
nand2	7
nand3	2
nand4	2
nor2	6
nor2b	2
nor3	5
nor3b	2
nor4	3
or4	2
-- report_power, final --
group | internal (W) | switching [W] | leakage, nW
Clock | 0 | 0 | 0
Sequential | 0 | 0 | 0
Combinational | 0.000107 | 0.0000577 | 1.05
Total | 0.000107 | 0.0000577 | 1.05
-- stage by stage --
| step | area [um^2] | power (W) | setup TNS (ps) | std cells |
|---|---|---|---|---|
| 2_1_floorplan | 993 | 0.0000547 | 0 | 133 |
| 6_report | 2120 | 0.000165 | 0 | 280 |
| 5_1_grt | 2120 | 0.000179 | 0 | 280 |
| 4_1_cts | 2090 | 0.000166 | 0 | 280 |
| 3_5_place_dp | 2090 | 0.000166 | -175 | 280 |
| 3_3_place_gp | 2090 | 0.000165 | -137 | 280 |
-- repair_timing --
item                       4_1_cts  5_1_grt
setup buffers                    0        0
gates resized                    2       11
gates cloned                     0        0
pin swaps                        3        4
setup endpoints to repair        2       19
-- worst max-delay path, stage by stage --
cell	delay (ps)
clkdlybuf4s50_1	420
buf_4	170
and3b_2	290
and3_1	200
buf_4	210
o21a_1	140
clkdlybuf4s50_1	480
-- area by class of cell --
cell class / count / area [um^2]
Inverter: 3 / 11.3
Tap cell: 46 / 57.6
Fill cell: 305 / 1300
Timing Repair Buffer: 134 / 1290
Multi-Input combinational cell: 97 / 759
Power and IR drop assume default switching activity.
